[flow/design.v]
module iir
#(
    parameter NB_SAMPLE     = 9,   
    parameter NBF_SAMPLE    = 7,   
    parameter NB_COEFF      = 15,  
    parameter NBF_COEFF     = 13,  
    parameter N_COEFFS      = 4    
)
(
    output signed [NB_SAMPLE - 1 : 0] y_o,       
    input signed [NB_SAMPLE-1 : 0]    x_i,       
    input                             i_reset,   
    input                             clock      
);
localparam NB_PROD_B  = NB_SAMPLE + NB_COEFF;    
localparam NB_ADD_B   = NB_PROD_B + 3;           
localparam NBF_PROD_B = NBF_SAMPLE + NBF_COEFF;  
localparam NBF_ADD_B  = NBF_PROD_B;              
localparam NB_PROD_A  = NB_ADD_B + NB_COEFF;     
localparam NBF_PROD_A = NBF_ADD_B + NBF_COEFF;   
localparam NB_ADD_A   = NB_PROD_A + 2;           
localparam NBF_ADD_A  = NBF_PROD_A;              
localparam NBI_ADD_A  = NB_ADD_A - NBF_ADD_A;    
localparam NB_SAMPLE_A  = NB_ADD_B;                      
localparam NBF_SAMPLE_A = NBF_ADD_B;                     
localparam NBI_SAMPLE_A = NB_SAMPLE_A - NBF_SAMPLE_A;    
localparam NB_SAT     = NBI_ADD_A-NBI_SAMPLE_A;  
localparam NBI_SAMPLE = NB_SAMPLE - NBF_SAMPLE;  
localparam NB_SAT_OUT = NBI_ADD_A-NBI_SAMPLE;    
reg  signed [NB_SAMPLE   - 1 : 0] register_x [N_COEFFS - 1 : 1];  
reg  signed [NB_SAMPLE_A - 1 : 0] register_y [N_COEFFS - 2 : 1];  
wire signed [NB_PROD_B   - 1 : 0] prodB      [N_COEFFS - 1 : 0];  
wire signed [NB_PROD_A   - 1 : 0] prodA      [N_COEFFS - 2 : 1];  
wire signed [NB_ADD_B    - 1 : 0] addB;                           
wire signed [NB_ADD_A    - 1 : 0] addA;                           
wire signed [NB_SAMPLE_A - 1 : 0] addA_trunc;                     
wire signed [NB_PROD_A   - 1 : 0] addBExpand;                     
    assign prodB[0] = x_i;
    assign prodB[1] = register_x[1];
    assign prodB[2] = register_x[2];
    assign prodB[3] = register_x[3];
    assign addB = prodB[0] - prodB[1] + prodB[2] + prodB[3];
    assign addBExpand = $signed({{NBI_ADD_A-NBI_SAMPLE_A{addB[NB_ADD_B-1]}},addB,{NBF_ADD_A-NBF_SAMPLE_A{1'b0}}});
    always @(posedge clock) begin
        if (i_reset == 1'b1) begin
            register_x[1] <= {NB_SAMPLE{1'b0}};
            register_x[2] <= {NB_SAMPLE{1'b0}};
            register_x[3] <= {NB_SAMPLE{1'b0}};
        end 
        else begin
            register_x[1] <= x_i;           
            register_x[2] <= register_x[1]; 
            register_x[3] <= register_x[2]; 
        end
    end
    assign addA_trunc = ( ~|addA[NB_ADD_A-1 -: NB_SAT+1] || &addA[NB_ADD_A-1 -: NB_SAT+1]) ? addA[NB_ADD_A-(NBI_ADD_A-NBI_SAMPLE_A) - 1 -: NB_SAMPLE_A] :
    (addA[NB_ADD_A-1]) ? {{1'b1},{NB_SAMPLE_A-1{1'b0}}} : {{1'b0},{NB_SAMPLE_A-1{1'b1}}};
    always @(posedge clock) begin
        if (i_reset == 1'b1) begin
            register_y[1] <= {NB_SAMPLE_A{1'b0}};
            register_y[2] <= {NB_SAMPLE_A{1'b0}};
        end 
        else begin
            register_y[1] <= addA_trunc >> 1;           
            register_y[2] <= register_y[1] >> 2;   
        end
    end
    assign prodA[1] = register_y[1];
    assign prodA[2] = register_y[2];
    assign addA = addBExpand + prodA[1] + prodA[2];
    assign y_o  = ( ~|addA[NB_ADD_A-1 -: NB_SAT_OUT+1] || &addA[NB_ADD_A-1 -: NB_SAT+1]) ? addA[NB_ADD_A-(NBI_ADD_A-NBI_SAMPLE) - 1 -: NB_SAMPLE] :
              (addA[NB_ADD_A-1]) ? {{1'b1},{NB_SAMPLE-1{1'b0}}} : {{1'b0},{NB_SAMPLE-1{1'b1}}};
endmodule
[flow/run.sh]
#!/bin/bash
# OpenROAD 26Q1-2900-gdf79404cd8, Yosys 0.63+post, stock flow scripts
make -C /OpenROAD-flow-scripts/flow DESIGN_CONFIG=/design/flow/config.mk WORK_HOME=/design/flow/orfs finish
[flow/config.mk]
export PLATFORM = sky130hd
export DESIGN_NAME = iir
export DESIGN_NICKNAME = iir
export VERILOG_FILES = /design/flow/design.v
export SDC_FILE = /design/flow/constraint.sdc
export NUM_CORES = 4
export LEC_CHECK = 1
export CORE_UTILIZATION = 40
[flow/constraint.sdc]
current_design iir

set clk_period 8.0
set clk_io_pct 0.2

create_clock -name clk0 -period $clk_period [get_ports {clock}]

set non_clock_inputs [all_inputs -no_clocks]
set_input_delay [expr $clk_period * $clk_io_pct] -clock clk0 $non_clock_inputs
set_output_delay [expr $clk_period * $clk_io_pct] -clock clk0 [all_outputs]
==> metrics.txt <==
# HELP chip_impl_metric Metrics from one implementation run
# TYPE chip_impl_metric gauge
chip_impl_info{name="status",value="completed"} 1
chip_impl_metric{name="finalClockPeriodUsage",unit="%"} 97.62
chip_impl_metric{name="max-clock-path-buffers",unit=""} 2
chip_impl_metric{name="async_set_reset_flop_share_out_of_synthesis",unit="%"} 0
chip_impl_metric{name="report.final.hold_viol_count",unit=""} 0
chip_impl_info{name="postSynth.topFlopCell",value="dfxtp_1"} 1
chip_impl_metric{name="n_fill_cell",unit=""} 917
chip_impl_metric{name="fmax",unit="GHz"} 0.1281
chip_impl_metric{name="report.final.setup_viol",unit=""} 0
chip_impl_metric{name="clock-skew-final",unit="ns"} 0.007002
chip_impl_metric{name="initial_antenna_violation_count",unit=""} 0
chip_impl_info{name="netlist.top_cell.by_area",value="dfxtp_1"} 1
chip_impl_metric{name="die-height",unit="um"} 103.7
chip_impl_metric{name="postSynthSeqShare",unit="%"} 26.63
chip_impl_metric{name="setup_total_negative_slack",unit="ns"} 0
chip_impl_metric{name="critical_path_peak_fanout",unit=""} 7
chip_impl_metric{name="placedCellCount",unit=""} 662
chip_impl_metric{name="cts_max_level",unit=""} 2
chip_impl_metric{name="place_hpwl",unit="um"} 6069
chip_impl_metric{name="ys.flops",unit=""} 55
chip_impl_metric{name="route.antenna.remaining_nets",unit=""} 0
chip_impl_metric{name="detail_route.wl_per_cell",unit="um"} 11.21
chip_impl_info{name="synthTopCellsByCount",value="inv_1 (85), dfxtp_1 (55), ha_1 (50)"} 1
chip_impl_metric{name="timing.slew.headroom",unit="%"} 56.04
chip_impl_metric{name="ir_worst_vdd",unit="mV"} 0.2752
chip_impl_metric{name="synth_area_per_cell",unit="um^2"} 8.948
chip_impl_metric{name="synth_largest_type_area_fraction",unit="%"} 26.63
chip_impl_metric{name="final_cell_area",unit="um^2"} 5181
chip_impl_metric{name="cts_made_buffers",unit=""} 5
chip_impl_metric{name="timing_max_transition_violations_final",unit=""} 0
chip_impl_metric{name="initCoreUtil",unit="%"} 41.72
chip_impl_metric{name="yosysWarnings",unit=""} 3
chip_impl_metric{name="drtIter0Drc",unit=""} 47
chip_impl_metric{name="path_clk_slew",unit="ns"} 0.09
chip_impl_metric{name="area.growth.synth_to_final",unit="%"} 25.33
chip_impl_info{name="cts_root_buffer",value="clkbuf_8"} 1
chip_impl_metric{name="finish.utilization",unit="%"} 52.29
chip_impl_metric{name="drtPass1Iterations",unit=""} 4
chip_impl_metric{name="postSynthCellCount",unit=""} 462
chip_impl_metric{name="tightest_slew",unit="ns"} 0.6587
chip_impl_metric{name="chip_area",unit="um^2"} 10750
chip_impl_metric{name="worstPathRequired",unit="ns"} 6.40
chip_impl_metric{name="synth.distinct_cells",unit=""} 57
chip_impl_info{name="critical_path_end_type",value="output port"} 1
chip_impl_metric{name="vias_in_the_first_global_route",unit=""} 3140
chip_impl_info{name="most_common_cell",value="inv_1"} 1
chip_impl_metric{name="wl",unit="um"} 7567
chip_impl_info{name="topCellsByArea",value="dfxtp_1 (27%), ha_1 (15%), fa_1 (15%)"} 1
chip_impl_metric{name="post-layout-total-power",unit="mW"} 2.368
chip_impl_info{name="tritoncts_clock_tree",value="yes"} 1
chip_impl_metric{name="ys_cells",unit=""} 462
chip_impl_metric{name="max_cap_viols",unit=""} 0
chip_impl_metric{name="layout.cells.non_filler",unit=""} 675
chip_impl_metric{name="globalRoute.totalOverflow",unit=""} 0
chip_impl_metric{name="route.detailed.drc",unit=""} 0
chip_impl_metric{name="ioPinCount",unit=""} 20
chip_impl_metric{name="p_per_area",unit="nW/um^2"} 457.0
chip_impl_metric{name="dpl-instance-area",unit="um^2"} 4871
chip_impl_info{name="hold_path.class",value="register to register"} 1
chip_impl_metric{name="route.antenna.diode_count",unit=""} 0
chip_impl_metric{name="worst_skew_pair.late_latency",unit="ns"} 0.31
chip_impl_metric{name="yosys_area",unit="um^2"} 4134
chip_impl_metric{name="rows",unit=""} 36
chip_impl_metric{name="detailedPlace.worstSlack",unit="ns"} -0.8226
chip_impl_metric{name="arrival",unit="ns"} 6.21
chip_impl_metric{name="warning_count",unit=""} 29
chip_impl_metric{name="finalWorstPathRequiredPeriod",unit="ns"} 7.809
chip_impl_info{name="critPathKind",value="input port to output port"} 1
chip_impl_metric{name="post_route_cells_drive_above_1_share",unit="%"} 25.09
chip_impl_metric{name="grt_first_pass_wirelength",unit="um"} 13970
chip_impl_metric{name="largest_net_degree_at_the_start_of_global_routing",unit=""} 38
chip_impl_metric{name="buffer_ports.inserted",unit=""} 19
chip_impl_metric{name="fp.coreArea",unit="um^2"} 9910
chip_impl_metric{name="finalWeightedCongestion",unit=""} 0.8708
chip_impl_info{name="element_type_at_the_critical_path_start",value="input port"} 1
chip_impl_info{name="grt_setup_unrepaired",value="true"} 1
chip_impl_metric{name="power.leakage",unit="nW"} 2.539
chip_impl_metric{name="post_drt_via_cell_ratio",unit=""} 4.619
chip_impl_metric{name="post_synth_instance_area",unit="um^2"} 4134
chip_impl_metric{name="edf_count",unit=""} 0
chip_impl_metric{name="seq_area",unit="um^2"} 1101
chip_impl_metric{name="finalWorstSetupSlack",unit="ns"} 0.1906
chip_impl_metric{name="worst_hold_slack",unit="ns"} 0.4509
chip_impl_metric{name="logic_area",unit="um^2"} 2833
chip_impl_metric{name="die.size.x",unit="um"} 103.7
chip_impl_metric{name="groute.usage.overall",unit="%"} 16.12
chip_impl_metric{name="route.vias.total",unit=""} 3118
chip_impl_metric{name="tritoncts_num_sinks",unit=""} 55
==> power by group <==
group | switching, mW | total (mW) | internal, mW | leakage, nW
clock network | 0.0899 | 0.169 | 0.0793 | 0.0515
logic | 0.873 | 1.85 | 0.974 | 2.03
registers | 0.0213 | 0.351 | 0.330 | 0.454
==> logic make-up (layout without fill, tap and decap cells) <==
kind of cell	Yosys count	after routing	share of synthesized area, %
simple gates	123	123	14.95
mux	5	5	1.392
buf+inv	101	181	10.02
flops	55	55	26.63
compound gates	81	81	13.74
fa+ha+maj	80	80	29.66
xor+xnor	17	17	3.602
==> layer usage <==
layer	vias up	track usage (%)	wire, um
met4	0	1.939	114
met3	7	1.731	170
li1	1652	-	-
met1	1431	24.95	3901
met5	-	0	0
met2	28	25.93	3380
==> placed cells by master (no fill, tap or decap), drive strengths merged, types with 9 or more instances in the layout <==
cell,synthesis,routed
o21ai,17,17
nor2,43,43
xor2,10,10
nor2b,32,32
ha,50,50
clkbuf,6,9
fa,30,30
dfxtp,55,55
inv,85,85
buf,10,79
nand2,16,16
a21oi,23,23
==> state kept, by name (all words and copies together) (netlist names) <==
name,flops
register_x,27
prodA,28
==> what timing repair did <==
| item | in CTS | in global routing |
|---|---|---|
| gates resized | 55 | 23 |
| pin swaps | 25 | 35 |
| hold buffers | 0 | 0 |
| buffers inserted | 4 | 1 |
| endpoints found under the setup margin | 9 | 9 |
==> worst paths after layout <==
path	startpoint	endpoint	slack [ns]	cells after the start
worst max-delay path	x_i[2]	y_o[6]	0.19	24
worst max register to register	register_x[2][2]	prodA[1][11]	2.91	24
worst min-delay path	register_x[2][0]	register_x[3][0]	0.45	2
worst min register to register	register_x[2][0]	register_x[3][0]	0.45	2
==> final cells by class <==
| class | instances | share of cell area (%) |
|---|---|---|
| multi-input cells | 306 | 54.67 |
| well taps | 133 | 3.212 |
| inverters | 85 | 6.158 |
| clock buffers | 8 | 1.932 |
| repair buffers | 88 | 12.77 |
| flip-flops and latches | 55 | 21.25 |
==> worst max-delay path: stages <==
cell and delay [ns]:
buf_6 0.09, fa_1 0.49, inv_1 0.05, fa_1 0.52
inv_1 0.05, ha_1 0.26, a21o_1 0.19, a21oi_2 0.16
nor2b_1 0.07, o21a_1 0.19, o41ai_2 0.20, buf_4 0.17
buf_6 0.10, xor2_2 0.14, fa_1 0.44, inv_2 0.09
ha_4 0.21, a21oi_4 0.14, o21bai_1 0.09, and2_4 0.15
a211oi_4 0.28, o31ai_4 0.13, xnor2_2 0.24, buf_2 0.15
Power figures rest on the tool's default switching activity, not on a simulated workload.
