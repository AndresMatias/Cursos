==> design/flow/design.v <==
module iir_filter
    #(
        parameter NB_SAMPLE     = 9,   
        parameter NBF_SAMPLE    = 7,   
        parameter NB_COEFF      = 15,  
        parameter NBF_COEFF     = 13,  
        parameter N_COEFFS      = 3    
    )
    ( 
        output signed [NB_SAMPLE - 1 : 0]     o_sample,   
        input signed [NB_SAMPLE - 1 : 0] 	    i_sample,   
        input [NB_COEFF*N_COEFFS - 1 : 0]     i_coeffsB,  
        input [NB_COEFF*(N_COEFFS-1) - 1 : 0] i_coeffsA,  
        input 				                i_reset,    
        input 				                clock       
    );
    localparam NB_DOTB  = NB_SAMPLE  + NB_COEFF;    
    localparam NBF_DOTB = NBF_SAMPLE + NBF_COEFF;   
    localparam NB_ADDB  = NB_DOTB   + 2;            
    localparam NBF_ADDB = NBF_DOTB;                 
    localparam NB_DOTA  = NB_ADDB  + NB_COEFF;      
    localparam NBF_DOTA = NBF_ADDB + NBF_COEFF;     
    localparam NB_ADDA  = NB_DOTA  + 2;             
    localparam NBF_ADDA = NBF_DOTA;                 
    localparam NBI_ADDA = NB_ADDA - NBF_ADDA;       
    localparam NB_SAMPLEA  = NB_ADDB;               
    localparam NBF_SAMPLEA = NBF_ADDB;              
    localparam NBI_SAMPLEA = NB_SAMPLEA - NBF_SAMPLEA;  
    localparam NB_SAT     = NBI_ADDA-NBI_SAMPLEA;    
    localparam NBI_SAMPLE = NB_SAMPLE - NBF_SAMPLE;  
    localparam NB_SAT_OUT = NBI_ADDA-NBI_SAMPLE;     
    wire signed [NB_COEFF   - 1 : 0] coeffa [N_COEFFS - 1 : 1];     
    wire signed [NB_COEFF   - 1 : 0] coeffb [N_COEFFS - 1 : 0];     
    wire signed [NB_DOTB    - 1 : 0] dotb   [N_COEFFS - 1 : 0];     
    wire signed [NB_DOTA    - 1 : 0] dota   [N_COEFFS - 1 : 1];     
    wire signed [NB_ADDB    - 1 : 0] addb;                          
    wire signed [NB_ADDA    - 1 : 0] adda;                          
    wire signed [NB_SAMPLEA - 1 : 0] adda_trunc;                    
    wire signed [NB_DOTA    - 1 : 0] addbExpand;                    
    reg signed [NB_SAMPLE  - 1 : 0] r_sampleb [N_COEFFS - 1 : 1];   
    reg signed [NB_SAMPLEA - 1 : 0] r_samplea [N_COEFFS - 1 : 1];   
    generate
        genvar 			    ptrCoeffa;
        genvar 			    ptrCoeffb;
        for(ptrCoeffb=0;ptrCoeffb<N_COEFFS;ptrCoeffb=ptrCoeffb+1)begin:cb
	        assign coeffb[ptrCoeffb] = i_coeffsB[(ptrCoeffb+1)*NB_COEFF -1 -: NB_COEFF];
        end
        for(ptrCoeffa=0;ptrCoeffa<N_COEFFS-1;ptrCoeffa=ptrCoeffa+1)begin:ca
	        assign coeffa[ptrCoeffa+1] = i_coeffsA[(ptrCoeffa+1)*NB_COEFF -1 -: NB_COEFF];
        end
    endgenerate
    assign dotb[0] = coeffb[0] * i_sample;
    assign dotb[1] = coeffb[1] * r_sampleb[1];
    assign dotb[2] = coeffb[2] * r_sampleb[2];
    assign addb = dotb[0] + dotb[1] + dotb[2];
    always @(posedge clock) begin: regB
        if(i_reset) begin
            r_sampleb[1] <= {NB_SAMPLE{1'b0}};
            r_sampleb[2] <= {NB_SAMPLE{1'b0}};
        end
        else begin
            r_sampleb[1] <= i_sample;
            r_sampleb[2] <= r_sampleb[1];
        end       
    end
    assign dota[1] = coeffa[1] * r_samplea[1];
    assign dota[2] = coeffa[2] * r_samplea[2];
    assign addbExpand = $signed({{NBI_ADDA-NBI_SAMPLEA{addb[NB_ADDB-1]}},addb,{NBF_ADDA-NBF_SAMPLEA{1'b0}}});
    assign adda       = addbExpand - dota[1] - dota[2];
    assign adda_trunc = ( ~|adda[NB_ADDA-1 -: NB_SAT+1] || &adda[NB_ADDA-1 -: NB_SAT+1]) ? adda[NB_ADDA-(NBI_ADDA-NBI_SAMPLEA) - 1 -: NB_SAMPLEA] :
                        (adda[NB_ADDA-1]) ? {{1'b1},{NB_SAMPLEA-1{1'b0}}} : {{1'b0},{NB_SAMPLEA-1{1'b1}}};
    always @(posedge clock) begin: regA
        if(i_reset) begin
            r_samplea[1] <= {NB_SAMPLEA{1'b0}};
            r_samplea[2] <= {NB_SAMPLEA{1'b0}};
        end
        else begin
            r_samplea[1] <= adda_trunc;
            r_samplea[2] <= r_samplea[1];
        end       
    end
    assign o_sample   = ( ~|adda[NB_ADDA-1 -: NB_SAT_OUT+1] || &adda[NB_ADDA-1 -: NB_SAT+1]) ? adda[NB_ADDA-(NBI_ADDA-NBI_SAMPLE) - 1 -: NB_SAMPLE] :
                        (adda[NB_ADDA-1]) ? {{1'b1},{NB_SAMPLE-1{1'b0}}} : {{1'b0},{NB_SAMPLE-1{1'b1}}};
endmodule
module iir_top
    #(
        parameter NB_SAMPLE     = 9,   
        parameter NBF_SAMPLE    = 7,   
        parameter NB_COEFF      = 15,  
        parameter NBF_COEFF     = 13,  
        parameter N_COEFFS      = 3    
    )
    (
        output signed [NB_SAMPLE - 1 : 0] o_sample,  
        input signed  [NB_SAMPLE - 1 : 0] i_sample,  
        input                             i_reset,   
        input                             clock      
    );
   wire signed [NB_SAMPLE - 1 : 0] 	  w_sec1_to_sec2;  
   wire signed [NB_SAMPLE - 1 : 0] 	  w_sec2_to_sec3;  
   wire [NB_COEFF*N_COEFFS - 1 : 0] 	  coeffSec1B;  
   wire [NB_COEFF*(N_COEFFS-1) - 1 : 0]   coeffSec1A;  
   wire [NB_COEFF*N_COEFFS - 1 : 0] 	  coeffSec2B;  
   wire [NB_COEFF*(N_COEFFS-1) - 1 : 0]   coeffSec2A;  
   wire [NB_COEFF*N_COEFFS - 1 : 0] 	  coeffSec3B;  
   wire [NB_COEFF*(N_COEFFS-1) - 1 : 0]   coeffSec3A;  
assign coeffSec1B = {15'h002B,15'h0056,15'h002B};
assign coeffSec1A = {15'h1DA6,15'h4306};
assign coeffSec2B = {15'h0028,15'h0050,15'h0028};
assign coeffSec2A = {15'h19F6,15'h46AB};
assign coeffSec3B = {15'h0027,15'h004E,15'h0027};
assign coeffSec3A = {15'h1807,15'h4895};
    iir_filter
        #(
            .NB_SAMPLE     (NB_SAMPLE),
            .NBF_SAMPLE    (NBF_SAMPLE),
            .NB_COEFF      (NB_COEFF),
            .NBF_COEFF     (NBF_COEFF),
            .N_COEFFS      (N_COEFFS)
        )
        u_iir_filter_sec1
        ( 
            .o_sample (w_sec1_to_sec2),
            .i_sample (i_sample),
            .i_coeffsB(coeffSec1B),
            .i_coeffsA(coeffSec1A),
            .i_reset  (i_reset),
            .clock    (clock)
        );
    iir_filter
        #(
            .NB_SAMPLE     (NB_SAMPLE),
            .NBF_SAMPLE    (NBF_SAMPLE),
            .NB_COEFF      (NB_COEFF),
            .NBF_COEFF     (NBF_COEFF),
            .N_COEFFS      (N_COEFFS)
        )
        u_iir_filter_sec2
        ( 
            .o_sample (w_sec2_to_sec3),
            .i_sample (w_sec1_to_sec2),
	        .i_coeffsB(coeffSec2B),
	        .i_coeffsA(coeffSec2A),
            .i_reset  (i_reset),
            .clock    (clock)
        );
    iir_filter
        #(
            .NB_SAMPLE     (NB_SAMPLE),
            .NBF_SAMPLE    (NBF_SAMPLE),
            .NB_COEFF      (NB_COEFF),
            .NBF_COEFF     (NBF_COEFF),
            .N_COEFFS      (N_COEFFS)
        )
        u_iir_filter_sec3
        ( 
            .o_sample (o_sample),
            .i_sample (w_sec2_to_sec3),
            .i_coeffsB(coeffSec3B),
            .i_coeffsA(coeffSec3A),
            .i_reset  (i_reset),
            .clock    (clock)
        );
endmodule
==> design/flow/run.sh <==
#!/bin/bash
# OpenROAD 26Q1-2900-gdf79404cd8, Yosys 0.63+post, stock flow scripts
make -C /OpenROAD-flow-scripts/flow DESIGN_CONFIG=/design/flow/config.mk WORK_HOME=/design/flow/orfs finish
==> design/flow/config.mk <==
export PLATFORM = sky130hd
export DESIGN_NAME = iir_top
export DESIGN_NICKNAME = iir_top
export VERILOG_FILES = /design/flow/design.v
export SDC_FILE = /design/flow/constraint.sdc
export NUM_CORES = 4
export LEC_CHECK = 1
export CORE_UTILIZATION = 50
==> design/flow/constraint.sdc <==
current_design iir_top

set clk_period 105.7
set clk_io_pct 0.2

create_clock -name clk0 -period $clk_period [get_ports {clock}]

set non_clock_inputs [all_inputs -no_clocks]
set_input_delay [expr $clk_period * $clk_io_pct] -clock clk0 $non_clock_inputs
set_output_delay [expr $clk_period * $clk_io_pct] -clock clk0 [all_outputs]
==> out/summary.rpt <==
===========================================================================
Latency at later pin                                                0.66 ns
Global placer's final weighted congestion                             0.938
Maximum number of pins on one net before global-route repair             60
Post-route ant nets                                                       0
Number of buffers created by CTS                                         30
Via count                                                             40.0k
Total wirelength of the detailed-routed design                       127 mm
Clock root cell                                                sky130_fd_sc_hd__clkbuf_16
FA/HA/MAJ Cells, Area Fraction                                        0.616
Unique masters post-synth                                                91
Worst Clk Skew                                                    0.0590 ns
Total GRT Usage                                                       0.239
Fraction of the mapped netlist area in simple logic gates            0.0557
Summed instance area of the synthesized netlist                   61100 µm²
Clock period minus worst slack                                     72.43 ns
Startpoint types                                               primary input
Die height                                                           352 µm
Global-route wire length before repair                               219 mm
Placement-stage cell area                                         63200 µm²
Final antenna diode count                                                 0
Horizontal extent of the die                                         352 µm
Per-cell via count in the routed design                                4.96
Post-route DRC violation count                                            0
Number of gates resized after CTS                                         0
Cts hold-fix bufs                                                         0
Remaining max-slew budget at the tightest pin                         0.415
Clock-pin slew on the worst setup and hold paths                    0.06 ns
Synthesized-area fraction occupied by xor and xnor cells             0.0515
Primary FF master, synth                                       sky130_fd_sc_hd__dfxtp_1
Number of DRC markers in iteration 0                                   1481
Worst hold path type                                           flop to flop
Run status                                                     finished, final reports clean
Post-Syn Area per Cell                                             9.51 µm²
Number of warning messages in the logs                                  103
Max cap viols                                                             0
Number of cells in Yosys stat                                          6429
Critical Path Fanout Max                                                 27
Growth of design area from synthesis to finish                        5.08%
Max-slew violations                                                       0
Critical path start-end classification                         primary input to primary output
Synth Seq Share                                                      0.0688
Share of the clock period used by the worst path                      0.685
Global route total overflow                                               0
Final instance area                                               64200 µm²
Fp_density                                                            0.507
Highest-delay cell along the critical path                     sky130_fd_sc_hd__xnor2_1
Post-layout worst setup margin                                     33.27 ns
Kind of end point of the critical path                         primary output
Total die area                                                   124000 µm²
F_max                                                              13.8 MHz
Number of top-level pins                                                 20
Flops out of synthesis                                                  210
Buffers and inverters on the worst path                                  14
Main combinational cell family by area after synthesis          adder cells
Final-report hold violation count                                         0
Critical Path AT                                                   51.29 ns
Mux share of post-synthesis cell area                               0.00373
Crit path largest cell delay                                        0.70 ns
Bufs on Longest Clock Path                                                3
Setup tns final                                                        0 ns
Crit-path leading delay family                                  adder cells
Number of H-tree levels                                                   1
Summed standard-cell area reported by yosys                       61100 µm²
Tightest Pin Transition                                            0.872 ns
First-pass iteration count of the detailed router                         5
Count of buffers from port buffering                                     19
Wire per inst                                                       15.8 µm
Area of the core region                                          121000 µm²
Number of standard cells after synthesis                               6429
Proportion of layout cells with a drive suffix above 1               0.0198
Dpl hpwl                                                             115 mm
Vias in the first global route                                        42.8k
Compound-Gate Fraction of Synth Area                                 0.0822
Floorplan row count                                                     127
Worst path required time                                           84.56 ns
Number of clock sinks                                                   210
Number of post-CTS setup repair buffers                                   0
Clock tree from TritonCTS                                              done
Antenna violations before repair                                          0
Number of enable flip-flop cells                                          0
Warnings, synthesis                                                       3
FFs w/ async S/R, synth                                                   0
Unrepaired setup endpoints after global routing                          no
Number of failing setup endpoints in the final timing report              0
Most Frequent Cell on Critical Path                            sky130_fd_sc_hd__fa_1
Pre-CTS setup slack                                                33.09 ns
===========================================================================
-- synth_stat cells, types with 26 or more instances --
cell type / count / share of area
sky130_fd_sc_hd__nor2_1: 267 / 0.016
sky130_fd_sc_hd__xnor2_1: 239 / 0.034
sky130_fd_sc_hd__a21oi_1: 251 / 0.021
sky130_fd_sc_hd__nand2b_1: 35 / 0.0036
sky130_fd_sc_hd__clkbuf_1: 36 / 0.0022
sky130_fd_sc_hd__o21bai_1: 44 / 0.0054
sky130_fd_sc_hd__ha_1: 1267 / 0.26
sky130_fd_sc_hd__dfxtp_1: 210 / 0.069
sky130_fd_sc_hd__nand2_1: 148 / 0.0091
sky130_fd_sc_hd__inv_1: 1927 / 0.12
sky130_fd_sc_hd__nand3_1: 36 / 0.0029
sky130_fd_sc_hd__xor2_1: 115 / 0.016
sky130_fd_sc_hd__o21a_1: 33 / 0.0041
sky130_fd_sc_hd__and3_1: 26 / 0.0027
sky130_fd_sc_hd__o21ai_0: 127 / 0.010
sky130_fd_sc_hd__nor2b_1: 59 / 0.0060
sky130_fd_sc_hd__nor3_1: 39 / 0.0032
sky130_fd_sc_hd__fa_1: 1089 / 0.36
sky130_fd_sc_hd__a21o_1: 107 / 0.013
sky130_fd_sc_hd__o21ai_1: 54 / 0.0044
-- logic make-up after synthesis --
family,Yosys count
AOI/OAI and AO/OA,787
xor gates and xnor gates,357
adders and majority gates,2356
buffers and inverters,1982
DFF,210
muxes,22
and+or+nand+nor,715
-- registers in the layout, summed over array words and instances (netlist names) --
register and count:
u_iir_filter_sec2.r_samplea 52, u_iir_filter_sec1.r_sampleb 18, u_iir_filter_sec3.r_sampleb 18, u_iir_filter_sec2.r_sampleb 18
u_iir_filter_sec1.r_samplea 52, u_iir_filter_sec3.r_samplea 52
-- routing by layer --
metal  GRT usage  share of wire
met5     0.00510        0.00062
met4      0.0248          0.014
met3      0.0813          0.084
met2       0.352           0.44
met1       0.371           0.46
-- layout by cell type, fill, tap and decap left out, types with 21 or more instances in the layout --
cell type / n
sky130_fd_sc_hd__and3_1: 26
sky130_fd_sc_hd__xor2_1: 115
sky130_fd_sc_hd__o21ai_1: 54
sky130_fd_sc_hd__nand3_1: 36
sky130_fd_sc_hd__nor2_1: 267
sky130_fd_sc_hd__and2_1: 21
sky130_fd_sc_hd__ha_1: 1267
sky130_fd_sc_hd__o21bai_1: 44
sky130_fd_sc_hd__dfxtp_1: 210
sky130_fd_sc_hd__xnor2_1: 239
sky130_fd_sc_hd__o21a_1: 33
sky130_fd_sc_hd__o21ai_0: 127
sky130_fd_sc_hd__a21oi_1: 251
sky130_fd_sc_hd__nor3_1: 39
sky130_fd_sc_hd__nand4_1: 21
sky130_fd_sc_hd__nand2_1: 148
sky130_fd_sc_hd__a21o_1: 107
sky130_fd_sc_hd__a31oi_1: 21
sky130_fd_sc_hd__nor2b_1: 59
sky130_fd_sc_hd__inv_1: 1927
sky130_fd_sc_hd__nand2b_1: 35
sky130_fd_sc_hd__clkbuf_16: 30
sky130_fd_sc_hd__fa_1: 1089
-- metrics by stage --
stage / util / instances / hold slack, ns
after floorplan: - / 6429 / 0.457
after global placement: 0.524 / 8022 / 0.496
after global routing: 0.533 / 8078 / 0.518
after detailed placement: 0.524 / 8022 / 0.499
after CTS: 0.533 / 8078 / 0.499
final: 0.533 / 8078 / 0.500
-- worst reg2reg max path, delay by kind of cell, from the launching register on --
| kind | cells | cell delay, ns |
|---|---|---|
| adder cells (fa/ha/maj) | 38 | 15.74 |
| multiplexers | 1 | 0.18 |
| AND-OR/OR-AND | 40 | 8.74 |
| XOR/XNOR | 6 | 2.01 |
| AND/OR/NAND/NOR | 17 | 3.36 |
| buffers and inverters | 17 | 1.15 |
| flip-flops | 1 | 0.48 |
-- worst paths after layout --
kind | start | endpoint | slack (ns) | depth (start not counted)
hold / removal | u_iir_filter_sec2.r_sampleb[1][1] | u_iir_filter_sec2.r_sampleb[2][1] | 0.50 | 2
hold reg to reg | u_iir_filter_sec2.r_sampleb[1][1] | u_iir_filter_sec2.r_sampleb[2][1] | 0.50 | 2
setup / recovery | i_sample[5] | o_sample[0] | 33.27 | 112
setup reg to reg | u_iir_filter_sec1.r_sampleb[1][5] | u_iir_filter_sec3.r_samplea[1][1] | 73.92 | 119
-- layout make-up --
cell class / count / area (µm²)
Inverter: 1931 / 7250
Clock inverter: 24 / 256
Sequential cell: 210 / 4200
Timing Repair Buffer: 32 / 289
Clock buffer: 32 / 758
Multi-Input combinational cell: 4237 / 49500
Fill cell: 10900 / 56400
Tap cell: 1612 / 2020
