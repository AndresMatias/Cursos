--- design.v ---
module shiftleds
   #(
      parameter N_LEDS    = 4  ,  
      parameter NB_SEL    = 2  ,  
      parameter NB_COUNT  = 32,  
      parameter NB_SW     = 4      
   )
   (
      output [N_LEDS - 1 : 0] o_led   ,  
      output [N_LEDS - 1 : 0] o_led_b ,  
      output [N_LEDS - 1 : 0] o_led_g ,  
      input  [NB_SW  - 1 : 0] i_sw    ,  
      input                   i_reset ,  
      input                   clock      
   );
   localparam R0       = (2**(NB_COUNT-10))-1  ;  
   localparam R1       = (2**(NB_COUNT-9)) -1  ;  
   localparam R2       = (2**(NB_COUNT-8)) -1  ;  
   localparam R3       = (2**(NB_COUNT-7)) -1  ;  
   localparam SEL0     = 2'h0            ;  
   localparam SEL1     = 2'h1            ;  
   localparam SEL2     = 2'h2            ;  
   localparam SEL3     = 2'h3            ;  
   wire [NB_COUNT - 1 : 0] ref_limit ;  
   reg [NB_COUNT  - 1 : 0] counter   ;  
   reg [N_LEDS    - 1 : 0] shiftreg  ;  
   wire                    init      ;  
   wire                    reset     ;  
   assign reset     =  ~i_reset;
   assign init      =  i_sw[0];
   assign ref_limit = (i_sw[(NB_SW-1)-1 -: NB_SEL]==SEL0) ? R0 :
                      (i_sw[(NB_SW-1)-1 -: NB_SEL]==SEL1) ? R1 :
                      (i_sw[(NB_SW-1)-1 -: NB_SEL]==SEL2) ? R2 : R3;
   always@(posedge clock or posedge reset) begin: countAndSr
      if(reset) begin
         counter  <= {NB_COUNT{1'b0}};
         shiftreg <= {{N_LEDS-1{1'b0}},{1'b1}};
      end
      else if(init) begin
         if(counter>=ref_limit)begin
            counter  <= {NB_COUNT{1'b0}};
            shiftreg <= {shiftreg[N_LEDS-2 -: N_LEDS-1],shiftreg[N_LEDS-1]};
         end
         else begin
            counter  <= counter + {{NB_COUNT-1{1'b0}},{1'b1}};
            shiftreg <= shiftreg;
         end
      end
      else begin
         counter  <= counter;
         shiftreg <= shiftreg;
      end 
   end 
   assign o_led   = shiftreg;
   assign o_led_b = (i_sw[3]==1'b0) ? shiftreg : {N_LEDS{1'b0}};
   assign o_led_g = (i_sw[3]==1'b1) ? shiftreg : {N_LEDS{1'b0}};
endmodule  
--- run.sh ---
#!/bin/bash
# OpenROAD 26Q1-2900-gdf79404cd8, Yosys 0.63+post, stock flow scripts
make -C /OpenROAD-flow-scripts/flow DESIGN_CONFIG=/design/flow/config.mk WORK_HOME=/design/flow/orfs finish
--- config.mk ---
export PLATFORM = sky130hd
export DESIGN_NAME = shiftleds
export DESIGN_NICKNAME = shiftleds
export VERILOG_FILES = /design/flow/design.v
export SDC_FILE = /design/flow/constraint.sdc
export NUM_CORES = 4
export LEC_CHECK = 1
export CORE_AREA = 10 10 107 107
export DIE_AREA = 0 0 117 117
--- constraint.sdc ---
current_design shiftleds

set clk_period 4.1
set clk_io_pct 0.2

create_clock -name clk0 -period $clk_period [get_ports {clock}]

set non_clock_inputs [all_inputs -no_clocks]
set_input_delay [expr $clk_period * $clk_io_pct] -clock clk0 $non_clock_inputs
set_output_delay [expr $clk_period * $clk_io_pct] -clock clk0 [all_outputs]
==> Table 3: Implementation characteristics <==
Table: implementation figures

Parameter                              Value

Run status
  Result of the run    complete, no violations

Clock tree
  Reg clk slew, reported paths    0.06 ns
  CTS resizes    0
  Clock buffer depth    2
  CTS tree    yes
  # Post-CTS Setup Buffers    0
  Number of buffers added by the clock tree synthesis step    5
  Later-pin clock latency in the skew report    0.29 ns
  Clock tree root buffer cell    sky130_fd_sc_hd__clkbuf_8
  H-tree level count    2
  Total of hold buffers inserted after clock tree synthesis    0
  Num Clock Sinks    36

Synthesis
  Synth cell types    43
  Top area contributor share    a little over two fifths
  Summed standard-cell area reported by yosys    2008 sq um
  Cell type with the largest total area    sky130_fd_sc_hd__dfrtp_1
  Cells in synth_stat.txt    206
  Synth cell count leaders    35 x sky130_fd_sc_hd__dfrtp_1, 22 x sky130_fd_sc_hd__nor2_1, 12 x sky130_fd_sc_hd__a21oi_1, 12 x sky130_fd_sc_hd__nand2_1, 9 x sky130_fd_sc_hd__xnor2_1
  Cells after Synth    206
  Area contributors post-synth    sky130_fd_sc_hd__dfrtp_1 44%, sky130_fd_sc_hd__nor2_1 4.1%, sky130_fd_sc_hd__xnor2_1 3.9%, sky130_fd_sc_hd__a21oi_1 3.0%, sky130_fd_sc_hd__ha_1 2.5%
  Proportion of synthesized chip area in sequential cells    44.92%
  Synth Area per Inst    9.748 sq um
  Post-synthesis cell area    2008 sq um
  Post-synth top flop    sky130_fd_sc_hd__dfrtp_1
  Flops out of synthesis    36
  Number of warning messages in the yosys log    1
  Post-synth ARST share    100.0%
  Leading cell type by number of instances after synthesis    sky130_fd_sc_hd__dfrtp_1
  Flip-flops with a built-in enable    0

Routing
  Post-detailed-route count of antenna-violating nets    0
  Wire length per cell    12.43 microns
  Number of DRC violations after detailed-routing iteration 0    111
  Average vias per placed instance    4.781
  Via count    1616
  DRC violations left    0
  Drt pass-1 iters    4
  Final Routed Wirelength    4.202 mm
  Antenna diode instance count    0

Critical path
  Cell family with the largest share of critical-path delay    buffers and inverters
  Slowest cell on crit path    sky130_fd_sc_hd__clkdlybuf4s50_1
  Endpoint class of the critical path    output port
  Setup slack of the worst register-to-register path    2.03 ns
  Critical Path Max Stage Delay    0.57 ns
  Arrival @ worst endpoint    2.01 ns
  Critical Path Fanout Max    8
  Category of the most critical setup path    in -> out
  CP bufs+invs    2
  Cells along the critical path    clkdlybuf4s50_1, and2_1, clkdlybuf4s50_1
  Required @ worst endpoint    ~3.3 ns
  Critical Path Most Common Cell    sky130_fd_sc_hd__clkdlybuf4s50_1
  Kind of launch point of the worst setup path    input pin

Power and ir drop
  Power per cell area    322.0 nW/um^2
  Worst VDD drop    132.9 uV
  Leakage power    0.0009762 uW

Finish
  Footprint of the flip-flops and latches    approximately 900 sq um
  Final Instance Count excl. Fillers    338
  Share of post-route cells with drive strength above 1    12.33%
  Finished Core Util    about a quarter
  Synth-to-layout area growth    19.25%
  Final instance area    about 2400 sq um
  Fill cell total of the finished layout    969
  Combinational gate area    1023 sq um

Global route
  Via count of the first global-routing pass    1524
  GR Util met2    between 9 and 10%
  All-layer global routing usage    under 10%
  Top Usage Layer GRT    met2
  Antenna violations before repair    0
  Wire length of the first global-routing pass    7.238 mm
  Met3 track demand over resource    under 10%
  Pin count of the biggest net entering global routing    20
  Gr ovfl total    0
  Global routing usage on met1    a little under a tenth

STA
  Setup violation total in the final timing report    0
  Maximum clock frequency    0.3537 GHz
  Post-Route Setup TNS    0 ns
  Actual slew at the worst max-slew pin    0.8240 ns
  Worst clock skew    0.009392 ns
  Post-route clock period utilization    between 60 and 70%
  Time the final worst path needs with I/O delays and setup    2.828 ns
  Rel. slew slack    around 45%
  Hold Vio Cnt, Final    0
  Unrepaired setup endpoints after global routing    false
  Number of max-slew violations in the final report    0

Floorplan
  Std cell rows    35
  Top-Level Pins    18
  Floorplan core density    21.84%
  DIE HEIGHT    about 120 microns
  Die width    117 microns
  Die Size    between 10000 and 15000 sq um
  Core area    9196 sq um

Place
  Estimated wirelength of the detail-placed design    around 3.0 mm
  Post-place instance area    2287 sq um
  Placed Instances    330
  RePlAce Congestion    0.8296
  Total of buffers placed on input and output ports    17

Run
  Max capacitance violation total    0
  Tool warnings    25

Hold path
  Class of the most critical hold timing path    reg -> reg
==> worst paths after layout <==
| path | cells after the start | from | to |
|---|---|---|---|
| hold reg to reg | 2 | counter[31] | counter[31] |
| hold / removal | 2 | counter[31] | counter[31] |
| min in group asynchronous | 1 | i_reset | counter[21] |
| max in group asynchronous | 2 | i_reset | counter[1] |
| setup / recovery | 3 | i_sw[3] | o_led_g[2] |
| setup reg to reg | 6 | counter[23] | shiftreg[1] |
==> report_power, final <==
part	switching [uW]	internal, uW
registers	24.2	373
clock network	124	180
logic	39.8	29.2
==> sequential cells by signal, summed over array words and instances (netlist names) <==
name,cells
counter,32
shiftreg,4
==> area by class of cell <==
type                       count  share of cell area [%]
multi-input combinational    155                   42.74
sequential                    36                   37.67
timing repair buffer          20                   8.046
tap                          111                   5.799
clock buffer                   6                   3.030
clock inverter                 2                   1.463
inverter                       8                   1.254
==> cell families (layout without fill, tap and decap cells) <==
family	count (synthesis)	after routing	synth area share (%)
AND/OR/NAND/NOR	98	98	29.66
AND-OR/OR-AND	39	39	12.21
flip-flops	36	36	44.92
buffers and inverters	15	36	4.112
XOR/XNOR	10	10	4.362
adder cells (fa/ha/maj)	4	4	2.492
multiplexers	4	4	2.243
==> metrics by stage <==
step | hold slack, ns | setup WS [ns] | power [uW]
after floorplan | 0.4679 | 1.877 | 446.0
after global placement | 0.4902 | 1.175 | 470.7
after detailed placement | 0.5039 | 1.129 | 473.0
after CTS | 0.5189 | 1.252 | 779.3
after global routing | 0.5468 | 1.205 | 812.9
final | 0.5115 | 1.272 | 771.0
==> tightest hold or removal path, stage by stage, from the launching register on <==
cell                      delay, ns
sky130_fd_sc_hd__dfrtp_1       0.34
sky130_fd_sc_hd__a41oi_1       0.05
sky130_fd_sc_hd__nor2_1        0.08
==> routing by layer <==
metal	up-vias	share of wire (%)	wire, microns
met2	36	43	1823
met4	0	1.2	50
met3	5	4.9	204
met5	-	0	0
li1	800	-	-
met1	775	51	2124
==> cells in the final DEF, fill, tap and decap left out, types with 2 or more instances in the layout <==
| cell | instances |
|---|---|
| sky130_fd_sc_hd__nand4_1 | 7 |
| sky130_fd_sc_hd__nor4_1 | 7 |
| sky130_fd_sc_hd__buf_4 | 3 |
| sky130_fd_sc_hd__or4_4 | 2 |
| sky130_fd_sc_hd__clkdlybuf4s50_1 | 17 |
| sky130_fd_sc_hd__nand3_1 | 4 |
| sky130_fd_sc_hd__nand2b_1 | 2 |
| sky130_fd_sc_hd__a21oi_1 | 12 |
| sky130_fd_sc_hd__dfrtp_1 | 35 |
| sky130_fd_sc_hd__nor2_1 | 22 |
| sky130_fd_sc_hd__and4_1 | 5 |
| sky130_fd_sc_hd__xnor2_1 | 9 |
| sky130_fd_sc_hd__a21oi_2 | 2 |
| sky130_fd_sc_hd__or4_1 | 3 |
| sky130_fd_sc_hd__o21ai_0 | 8 |
| sky130_fd_sc_hd__a31oi_1 | 4 |
| sky130_fd_sc_hd__nor2b_1 | 4 |
| sky130_fd_sc_hd__mux2_2 | 4 |
| sky130_fd_sc_hd__nand2_1 | 12 |
| sky130_fd_sc_hd__o31ai_1 | 5 |
| sky130_fd_sc_hd__ha_1 | 4 |
| sky130_fd_sc_hd__nand3_2 | 2 |
| sky130_fd_sc_hd__and3_1 | 4 |
| sky130_fd_sc_hd__clkbuf_8 | 5 |
| sky130_fd_sc_hd__and2_1 | 5 |
| sky130_fd_sc_hd__nor3_1 | 4 |
| sky130_fd_sc_hd__or3_1 | 8 |
| sky130_fd_sc_hd__inv_1 | 8 |
| sky130_fd_sc_hd__a41oi_1 | 2 |
| sky130_fd_sc_hd__or3_4 | 2 |
No activity file was given, so power comes from the tool's default toggle rates.
